==> flow/config.mk <==
export PLATFORM = sky130hd
export DESIGN_NAME = top
export DESIGN_NICKNAME = top
export VERILOG_FILES = /design/flow/design.v
export SDC_FILE = /design/flow/constraint.sdc
export NUM_CORES = 4
export LEC_CHECK = 1
export CORE_UTILIZATION = 50
==> flow/constraint.sdc <==
current_design top

set clk_period 6.6
set clk_io_pct 0.2

create_clock -name clk0 -period $clk_period [get_ports {clk}]

set non_clock_inputs [all_inputs -no_clocks]
set_input_delay [expr $clk_period * $clk_io_pct] -clock clk0 $non_clock_inputs
set_output_delay [expr $clk_period * $clk_io_pct] -clock clk0 [all_outputs]
==> flow/design.v <==
`timescale 1ns / 1ps
module button_counter_demo (
    input wire clk_slow,         
    input wire btn_inc,          
    input wire btn_confirm,      
    output reg [3:0] bcd0,       
    output reg [3:0] bcd1,       
    output reg [3:0] bcd2,       
    output reg [3:0] bcd3        
);
    reg [1:0] active_digit;      
    initial begin
        bcd0 = 4'b0000;
        bcd1 = 4'b0000;
        bcd2 = 4'b0000;
        bcd3 = 4'b0000;
        active_digit = 2'b00;
    end
    always @(posedge clk_slow) begin
        if (btn_inc) begin
            case (active_digit)
                2'b00: bcd0 <= (bcd0 == 4'd9) ? 4'd0 : bcd0 + 1;
                2'b01: bcd1 <= (bcd1 == 4'd9) ? 4'd0 : bcd1 + 1;
                2'b10: bcd2 <= (bcd2 == 4'd9) ? 4'd0 : bcd2 + 1;
                2'b11: bcd3 <= (bcd3 == 4'd9) ? 4'd0 : bcd3 + 1;
            endcase
        end
        if (btn_confirm) begin
            active_digit <= (active_digit == 2'b11) ? 2'b00 : active_digit + 1;
        end
    end
endmodule
module clk_divider #(
    parameter DIV = 125000  
)(
    input wire clk,
    input wire reset,
    output reg clk_out
);
    reg [31:0] counter;
    always @(posedge clk or posedge reset) begin
        if (reset) begin
            counter <= 0;
            clk_out <= 0;
        end else begin
            if (counter == (DIV - 1)) begin
                clk_out <= ~clk_out;
                counter <= 0;
            end else begin
                counter <= counter + 1;
            end
        end
    end
endmodule
`timescale 1ns / 1ps
module debounce (
    input wire clk,              
    input wire btn_in,           
    output reg btn_out           
);
    reg [2:0] btn_sync;
    always @(posedge clk) begin
        btn_sync <= {btn_sync[1:0], btn_in};
        btn_out <= btn_sync[2] & ~btn_sync[1];  
    end
endmodule
module password_lock_manager (
    input wire clk,                    
    input wire reset,                  
    input wire match,                  
    input wire btn_confirm_fullpass,   
    output reg locked,                 
    output reg [3:0] fail_count,       
    output reg led_lock                
);
    reg [31:0] lock_timer;             
    reg [31:0] lock_duration;          
    localparam LOCK_5S  = 32'd50000;    
    localparam LOCK_10S = 32'd100000;    
    initial begin
        locked = 0;
        lock_timer = 0;
        lock_duration = 0;
        fail_count = 0;
        led_lock = 0;
    end
    always @(posedge clk or posedge reset) begin
    if (reset) begin
        locked <= 0;
        lock_timer <= 0;
        lock_duration <= 0;
        fail_count <= 0;
        led_lock <= 0;
    end else begin
        if (locked) begin
            if (lock_timer > 0) begin
                lock_timer <= lock_timer - 1;
            end else begin
                locked <= 0;
                led_lock <= 0;
            end
        end else if (btn_confirm_fullpass && !match) begin
            fail_count <= fail_count + 1;
            locked <= 1;
            led_lock <= 1;
            case (fail_count)
                4'd1: lock_duration <= LOCK_5S;   
                4'd2: lock_duration <= LOCK_10S;  
                default: lock_duration <= LOCK_5S;  
            endcase
            lock_timer <= lock_duration;
        end else if (match) begin
            fail_count <= 0;
        end
    end
end
endmodule
module password_manager (
    input wire clk,                   
    input wire btn_confirm_fullpass,  
    input wire btn_change_pass,       
    input wire [3:0] bcd0,            
    input wire [3:0] bcd1,            
    input wire [3:0] bcd2,            
    input wire [3:0] bcd3,            
    output reg match,                 
    output reg allow_change,          
    output reg led_change_pass        
);
    reg [3:0] pass0 = 4'd1;
    reg [3:0] pass1 = 4'd1;
    reg [3:0] pass2 = 4'd1;
    reg [3:0] pass3 = 4'd1;
    reg changing_pass;  
    initial begin
        match = 1'b0;
        allow_change = 1'b0;
        changing_pass = 1'b0;
        led_change_pass = 1'b0;
    end
    always @(posedge clk) begin
        if (btn_confirm_fullpass) begin
            if (!changing_pass) begin
                match <= (bcd0 == pass0) && (bcd1 == pass1) && (bcd2 == pass2) && (bcd3 == pass3);
                allow_change <= (bcd0 == pass0) && (bcd1 == pass1) && (bcd2 == pass2) && (bcd3 == pass3);
            end else begin
                pass0 <= bcd0;
                pass1 <= bcd1;
                pass2 <= bcd2;
                pass3 <= bcd3;
                changing_pass <= 1'b0;
                allow_change <= 1'b0;
                led_change_pass <= 1'b0;
            end
        end
        if (btn_change_pass) begin
            if (allow_change) begin
                changing_pass <= 1'b1;
                allow_change <= 1'b0;
                led_change_pass <= 1'b1;
            end
        end
    end
endmodule
module top (
    input wire clk,                      
    input wire btn_inc_raw,              
    input wire btn_confirm_raw,          
    input wire btn_change_pass_raw,      
    input wire btn_confirm_fullpass_raw, 
    output [3:0] bcd0,                   
    output [3:0] bcd1,                   
    output [3:0] bcd2,                   
    output [3:0] bcd3,                   
    output led_match,                    
    output led_change_pass,              
    output led_lock                      
);
    wire clk_slow;                   
    wire btn_inc, btn_confirm;       
    wire btn_change_pass, btn_confirm_fullpass;
    wire match, allow_change, locked;  
    clk_divider #(.DIV(125000)) clk_div_inst (
        .clk(clk),
        .reset(1'b0),
        .clk_out(clk_slow)
    );
    debounce btn_inc_debounce (
        .clk(clk_slow),
        .btn_in(btn_inc_raw),
        .btn_out(btn_inc)
    );
    debounce btn_confirm_debounce (
        .clk(clk_slow),
        .btn_in(btn_confirm_raw),
        .btn_out(btn_confirm)
    );
    debounce btn_change_pass_debounce (
        .clk(clk_slow),
        .btn_in(btn_change_pass_raw),
        .btn_out(btn_change_pass)
    );
    debounce btn_confirm_fullpass_debounce (
        .clk(clk_slow),
        .btn_in(btn_confirm_fullpass_raw),
        .btn_out(btn_confirm_fullpass)
    );
    wire btn_inc_allowed = btn_inc & ~locked;
    wire btn_confirm_allowed = btn_confirm & ~locked;
    wire btn_confirm_fullpass_allowed = btn_confirm_fullpass & ~locked;
    button_counter_demo counter_inst (
        .clk_slow(clk_slow),
        .btn_inc(btn_inc_allowed),        
        .btn_confirm(btn_confirm_allowed),  
        .bcd0(bcd0),
        .bcd1(bcd1),
        .bcd2(bcd2),
        .bcd3(bcd3)
    );
    password_manager pass_manager_inst (
        .clk(clk_slow),
        .btn_confirm_fullpass(btn_confirm_fullpass_allowed),  
        .btn_change_pass(btn_change_pass),
        .bcd0(bcd0),
        .bcd1(bcd1),
        .bcd2(bcd2),
        .bcd3(bcd3),
        .match(match),
        .allow_change(allow_change),
        .led_change_pass(led_change_pass)
    );
    password_lock_manager lock_manager_inst (
        .clk(clk_slow),
        .reset(1'b0),  
        .match(match),
        .btn_confirm_fullpass(btn_confirm_fullpass),
        .locked(locked),
        .fail_count(),  
        .led_lock(led_lock)
    );
    assign led_match = match;
endmodule
==> flow/run.sh <==
#!/bin/bash
# OpenROAD 26Q1-2900-gdf79404cd8, Yosys 0.63+post, stock flow scripts
make -C /OpenROAD-flow-scripts/flow DESIGN_CONFIG=/design/flow/config.mk WORK_HOME=/design/flow/orfs finish
==> summary.txt <==
run metrics: most frequent cell after synthesis sky130_fd_sc_hd__edfxtp_1, final weighted congestion in routability-driven placement ~0.89, area of the placeable core 10,900 um^2, clock latency of the later-clocked register in the worst-skew pair 0.27 ns, maximum number of pins on one net before global-route repair 96, most frequently used flop master after synthesis sky130_fd_sc_hd__edfxtp_1, total setup violations reported at the end of the flow 0, horizontal extent of the die around 110 um, iteration count of the initial detailed-routing pass 4, setup repair after global routing missed its margin false, detailed-route via count 3,610, number of flops mapped to enable cells by yosys 76, relative slew slack 33.9%, Worst Path Max Fanout 8, fill cell total of the finished layout 913, nature of the critical path startpoint register, share of power burned in registers 45.7%, number of global-route vias before repair 3,300, number of cells produced by synthesis 493, Internal Power 0.362 mW, maximum clock skew at final layout 0.00363 ns, synthesized area per cell 11.5 um^2, CTS Hold Buffers Added 0, total clock buffers created by CTS 5, GRT Overall Usage ~18%, ANT nets after route 0, arithmetic-cell share of the synthesized area counting full adders, half adders and majority gates around 3.5%, number of levels in the clock H-tree 2, clock root cell sky130_fd_sc_hd__clkbuf_16, endpoints left unconstrained 188, final setup margin 4.52 ns, total negative slack 0 ns, YS chip area 5660 um^2, Clk pin slew, worst setup/hold paths about 0.05 ns, wire length of the first global-routing pass 15,900 um, post-detail-place hpwl 6480 um, Port Buf Inserts 23, endpoint required time on the critical path 6.76 ns, clock network power share 53.8%, static leakage 2.17 nW, time the final worst path needs with I/O delays and setup 2.08 ns, portion of netlist area occupied by mux cells 1.24%, status completed, XOR/XNOR share of the synthesized area 9.59%, Worst VDD drop 188 uV, actual transition at the worst max-transition pin 0.984 ns, total power draw 0.439 mW, cell taking the most area after synthesis sky130_fd_sc_hd__edfxtp_1, post-route clock period utilization 31.5%, Resize count post-CTS 0, register share after synthesis 58.7%, ys flops 128, Area Overhead vs Synth 10.2%, main area contributors after synthesis sky130_fd_sc_hd__edfxtp_1 40%, sky130_fd_sc_hd__dfxtp_1 18%, sky130_fd_sc_hd__xnor2_1 7.4%, FFs w/ async S/R, synth 0%, y dimension of the die around 110 um, Die ar. about 12,000 um^2, Top-Level Pins 24, initial antenna violation count 0, Via-to-Cell Ratio approximately 5.5, Sw Share 17.6%, reported net switching power 0.0771 mW, CP Class reg2reg, Pre-Place Util between 50% and 60%, Setup Fix Bufs, Post-CTS 0, Compound Share, Synth 5.06%, number of register pins that no clock reaches about 95, final non-filler cell total 662, detailed-route wire length 9350 um, total overflow reported by the global router 0, post-synthesis simple-gate area fraction about a fifth, share of total power in combinational logic 0.5%, library cells used by synthesis 44, Synth logic family simple AND/OR/NAND/NOR gates, summed instance area of the synthesized netlist roughly 5700 um^2, top cell types by occurrence after synthesis 76 x sky130_fd_sc_hd__edfxtp_1, 52 x sky130_fd_sc_hd__dfxtp_1, 48 x sky130_fd_sc_hd__xnor2_1, capturing element type of the critical path register, Max Freq ~480 MHz, hold violation total from the final report 0, number of synthesis warnings 5, fraction of layout instances using a drive strength above 1 5.36%, wire per inst 14.1 um, power density of the placed cells 70.4 nW/um^2, Remaining DRCs 0, cell count in the Yosys report 493, pins over their slew limit 0, Worst Hold Class reg2reg, CTS tree done, portion of synthesized cell area occupied by the leading cell type just over 40%, Bufs on Longest Clock Path 2, placed cells around 650, data arrival at the endpoint of the critical path 2.24 ns, total antenna diodes in the routed design 0, max-capacitance violation count 0, placement row count 38, Tool Warnings 33, dpl ws 4.58 ns, initial detailed-routing violation count about 220
-- metrics by stage --
stage                     cell area (um^2)  util [%]  hold slack [ns]
after floorplan                       5660         -            0.430
after global placement                6080      55.6            0.449
after detailed placement              6080      55.6            0.454
after CTS                             6240      57.1            0.480
after global routing                  6240      57.1            0.503
final                                 6240      57.1            0.481
-- sequential cells by signal (all words and copies together) (netlist names), 4 cells and up --
register	flops
counter_inst.bcd1	4
lock_manager_inst.fail_count	4
pass_manager_inst.pass3	4
clk_div_inst.counter	32
pass_manager_inst.pass0	4
lock_manager_inst.lock_timer	32
pass_manager_inst.pass1	4
counter_inst.bcd0	4
counter_inst.bcd2	4
counter_inst.bcd3	4
pass_manager_inst.pass2	4
-- power groups by stage --
stage         combinational, mW  sequential [mW]  clock, mW
global route            0.00254            0.200      0.250
finish                  0.00226            0.201      0.236
CTS                     0.00227            0.201      0.242
-- worst paths after layout --
path                               to                    start  cells past startpoint  slack (ns)
max reg2reg  clk_div_inst.counter[31]  clk_div_inst.counter[8]                      4        4.52
max          clk_div_inst.counter[31]  clk_div_inst.counter[8]                      4        4.52
min           clk_div_inst.counter[0]  clk_div_inst.counter[0]                      1        0.48
min reg2reg   clk_div_inst.counter[0]  clk_div_inst.counter[0]                      1        0.48
-- cells in the final DEF (no fill, tap or decap), types with 3 or more instances in the layout --
master,Yosys,final
sky130_fd_sc_hd__edfxtp_1,76,76
sky130_fd_sc_hd__dfxtp_1,52,52
sky130_fd_sc_hd__xnor2_1,48,48
sky130_fd_sc_hd__nor2_1,47,47
sky130_fd_sc_hd__nand2_1,32,32
sky130_fd_sc_hd__clkdlybuf4s50_1,0,23
sky130_fd_sc_hd__nand4_1,22,22
sky130_fd_sc_hd__nand3_1,21,21
sky130_fd_sc_hd__a21oi_1,19,19
sky130_fd_sc_hd__nor4_1,16,16
sky130_fd_sc_hd__ha_1,16,16
sky130_fd_sc_hd__inv_1,15,15
sky130_fd_sc_hd__xor2_1,14,14
sky130_fd_sc_hd__nor2b_1,9,9
sky130_fd_sc_hd__o31ai_1,8,8
sky130_fd_sc_hd__or4_1,8,8
sky130_fd_sc_hd__nor3_1,7,7
sky130_fd_sc_hd__or3_1,7,7
sky130_fd_sc_hd__o21ai_0,7,7
sky130_fd_sc_hd__and3_1,7,7
sky130_fd_sc_hd__mux2i_1,7,7
sky130_fd_sc_hd__nand2b_1,6,6
sky130_fd_sc_hd__and2_1,5,5
sky130_fd_sc_hd__clkbuf_16,0,5
sky130_fd_sc_hd__buf_4,0,5
sky130_fd_sc_hd__a31oi_1,4,4
sky130_fd_sc_hd__nor3b_1,4,4
sky130_fd_sc_hd__a21o_1,4,4
sky130_fd_sc_hd__or3_2,3,3
sky130_fd_sc_hd__nor3_2,3,3
-- layer usage --
metal | track usage (%) | vias to the layer above | share of wire [%]
li1 | - | 1856 | -
met1 | 33.0 | 1699 | 53
met2 | 25.5 | 51 | 44
met3 | 2.52 | 4 | 2.7
met4 | 0.869 | 0 | 0.48
met5 | 0 | - | 0
-- critical path, cell delays in order (launching register included) --
cell                      delay (ns)
sky130_fd_sc_hd__dfxtp_1        0.42
sky130_fd_sc_hd__nand4_1        0.26
sky130_fd_sc_hd__nor3_1         0.87
sky130_fd_sc_hd__nand4_1        0.23
sky130_fd_sc_hd__xnor2_1        0.18
-- cell type report --
type	instances	area (um^2)	area share [%]
sequential	128	3320	53.3
multi-input combinational	343	2260	36.2
timing repair buffer	28	268	4.29
tap	140	175	2.81
clock buffer	7	153	2.45
inverter	15	56.3	0.902
clock inverter	1	5.00	0.0802
-- cells by family after synthesis --
group / after synthesis
AOI/OAI and AO/OA: 47
DFF: 128
buffers and inverters: 22
xor gates and xnor gates: 62
muxes: 7
and+or+nand+nor: 210
other: 1
adders and majority gates: 16
Power figures rest on the tool's default switching activity, not on a simulated workload.
