==> /design/flow/design.v <==
`timescale 1ns / 1ps
module keypad_to_seven_seg (
    input wire clk,              
    input wire [3:0] key,        
    input wire key_valid,        
    output reg [3:0] bcd0,       
    output reg [3:0] bcd1,       
    output reg [3:0] bcd2,       
    output reg [3:0] bcd3        
);
    reg [15:0] shift_register;
    reg [3:0] decoded_key;
    always @(*) begin
        case (key)
            4'b0001: decoded_key = 4'b0001;  
            4'b0010: decoded_key = 4'b0010;  
            4'b0011: decoded_key = 4'b0011;  
            4'b0100: decoded_key = 4'b0100;  
            4'b0101: decoded_key = 4'b0101;  
            4'b0110: decoded_key = 4'b0110;  
            4'b0111: decoded_key = 4'b0111;  
            4'b1000: decoded_key = 4'b1000;  
            4'b1001: decoded_key = 4'b1001;  
            4'b1010: decoded_key = 4'b1010;  
            4'b1011: decoded_key = 4'b0000;  
            4'b1100: decoded_key = 4'b1100;  
            default: decoded_key = 4'b1111;  
        endcase
    end
    always @(posedge clk) begin
        if (key_valid) begin
            shift_register <= {shift_register[11:0], decoded_key};
        end
    end
    always @(posedge clk) begin
        bcd0 <= shift_register[3:0];
        bcd1 <= shift_register[7:4];
        bcd2 <= shift_register[11:8];
        bcd3 <= shift_register[15:12];
    end
endmodule
==> /design/flow/run.sh <==
#!/bin/bash
# OpenROAD 26Q1-2900-gdf79404cd8, Yosys 0.63+post, stock flow scripts
make -C /OpenROAD-flow-scripts/flow DESIGN_CONFIG=/design/flow/config.mk WORK_HOME=/design/flow/orfs finish
==> /design/flow/config.mk <==
export PLATFORM = sky130hd
export DESIGN_NAME = keypad_to_seven_seg
export DESIGN_NICKNAME = keypad_to_seven_seg
export VERILOG_FILES = /design/flow/design.v
export SDC_FILE = /design/flow/constraint.sdc
export NUM_CORES = 4
export LEC_CHECK = 1
export CORE_AREA = 10 10 104 104
export DIE_AREA = 0 0 114 114
==> /design/flow/constraint.sdc <==
current_design keypad_to_seven_seg

set clk_period 1.4
set clk_io_pct 0.2

create_clock -name clk0 -period $clk_period [get_ports {clk}]

set non_clock_inputs [all_inputs -no_clocks]
set_input_delay [expr $clk_period * $clk_io_pct] -clock clk0 $non_clock_inputs
set_output_delay [expr $clk_period * $clk_io_pct] -clock clk0 [all_outputs]
==> Table 3: Implementation characteristics <==
Table: implementation figures

Parameter                              Value

Clocking
  CTS tree .................. built
  Root Buffer .................. sky130_fd_sc_hd__clkbuf_8
  Clock sink count .................. 32
  Clk latency of the worst-skew pair .. 0.27 ns
  CTS Buffer Depth .................. 2
  Clock transition at path regs .................. around 0.070 ns
  PostCTS Resize Cnt .................. 0
  Hold-fix buffers at CTS .................. 0
  Total clock buffers created by CTS .................. 5
  H-tree Lvls .................. 2
  Post-CTS setup buffer count .................. 0

Worst hold path
  Worst hold-check path type .................. flip-flop to flip-flop
  Number of cells on the worst hold path .................. 0
  Capture endpoint of the worst hold path .................. bcd3[2]$_DFF_P_
  Start point of the worst hold path .................. shift_register[14]$_DFFE_PP_

Yosys
  Number of distinct library cells after synthesis .................. 14
  YS warnings .................. 1
  Sequential share of the synthesized area .................. 91.3%
  Post-synth top area cell .................. sky130_fd_sc_hd__edfxtp_1
  Cell types occupying the most area after synthesis .................. sky130_fd_sc_hd__edfxtp_1 (55%), sky130_fd_sc_hd__dfxtp_1 (37%), sky130_fd_sc_hd__nor2_1 (1.3%), sky130_fd_sc_hd__a221o_1 (1.1%), sky130_fd_sc_hd__o221ai_1 (1.0%)
  Yosys Chip Area .................. 877 um2
  Share of Yosys cell area claimed by the top area cell type .................. 54.8%
  Post-synthesis instance area .................. between 800 and 900 um2
  Flops & latches, synth .................. 32
  Synth Instances .................. between 40 and 50
  Post-synthesis cell count from yosys .................. 46
  Average cell area after synthesis .................. 19.1 um2

Global route
  Pin count of the biggest net entering global routing .................. 17
  Congestion Overflow GR .................. 0
  Number of antenna violations at the first check in global routing .................. 0
  Via count of the first global-routing pass .................. 500
  Global-route wire length before repair .................. 2.46 mm
  GRT Util Overall .................. 2.45%

Worst setup path
  Family of cells with the greatest summed delay on the critical path .................. buffers and inverters
  Endpoint of the lowest-slack register-to-register path .................. shift_register[5]$_DFFE_PP_
  Cell at the slowest stage of the critical path .................. sky130_fd_sc_hd__clkdlybuf4s50_1
  Crit end category .................. primary output
  Reg2reg setup slack .................. 0.75 ns
  Setup crit start kind .................. flip-flop
  Critical path buffer and inverter count .................. 1
  Cells on worst reg2reg path .................. 0
  Worst Path Required .................. 1.12 ns
  Cell-by-cell listing of the critical path .................. clkdlybuf4s50_1
  Arrival @ worst endpoint .................. 1.09 ns
  Start-to-end type of the worst setup path .................. flip-flop to primary output
  CP max stage delay .................. 0.49 ns
  Biggest fanout along the worst timing path .................. 1
  Reg-to-reg startpoint .................. shift_register[1]$_DFFE_PP_
  Start point of the critical path .................. bcd1[1]$_DFF_P_

Pwr
  Ratio of total power to cell area .................. 1470 nW/um2
  Power consumption .................. slightly above 0.002 W
  Max VDD drop .................. ~0.37 mV
  Leakage component of the power .................. 0.496 nW

Die
  Floorplan Core Area .................. 8680 um2
  Floorplan die height .................. 114 um
  I/O pin cnt .................. 22
  Std cell rows .................. 34
  Die outline width .................. 114 um
  Share of the core filled by cells before placement .................. 10.1%
  Total die size .................. 13000 um2

Drt
  Routed vias .................. 471
  Routed met2 length .................. 634 um
  Number of iterations in the first detailed-routing pass .................. 3
  Post-detailed-route count of antenna-violating nets .................. 0
  Detailed Route Iter0 Violations .................. 9
  Total met3 wirelength after detailed routing .................. 229 um
  Avg Vias per Cell .................. about 2.5
  Post-route DRC .................. 0
  Uppermost signal routing layer after detailed routing .................. met4
  Drt total wl .................. 1.57 mm
  Per-cell routed wire length .................. 8.28 um
  Met1 layer wirelength in the final routing .................. 682 um
  Final antenna diode count .................. 0

Final layout
  Final instance area .................. around 1400 um2
  Area growth from synthesis to final layout .................. 58.2%
  Fillers .................. 965
  Area of combinational cells with multiple inputs .................. ~73 um2
  Sequential cell area in the final layout .................. 801 um2
  Fraction of layout instances using a drive strength above 1 .................. 18.5%

Timing
  Clock period minus final worst setup slack .................. about 1.4 ns
  Max Fclk .................. around 0.73 GHz
  Final worst-path cycle share .................. a little over nine tenths
  Unrepaired setup endpoints after global routing .................. false
  Post-Route Skew .................. 0.00487 ns
  # setup viols final .................. 0
  Headroom to the max-slew limit .................. between 80% and 90%
  Slew Viols, Final .................. 0
  Hold Slack .................. 0.340 ns
  Number of hold-slack violations in the final timing report .................. 0
  Crit path setup slack, layout .................. approximately 0.035 ns
  Worst slew pin tran .................. 0.199 ns
  Total Negative Setup Slacks .................. 0 ns

Placement
  Port Buf Inserts .................. 21
  Setup WS pre-CTS .................. -0.123 ns
  Detailed-placement wirelength estimate .................. around 1.2 mm
  Dpl cell area .................. 1280 um2
  Routability-driven placement congestion ratio .................. 0.683

Run
  Max-cap viol count .................. 0
  Number of warnings the tools reported .................. 25

Status
  Status .................. finished, final reports clean
through the flow:
step                      utilization, %  std cells
after floorplan                        -         46
after global placement              14.7        181
after detailed placement            14.7        181
after CTS                           16.0        189
after global routing                16.0        189
final                               16.0        189
where the power goes:
| part | switching, W | internal (W) |
|---|---|---|
| combinational | 0.0000365 | 0.0000881 |
| sequential | 0.0000206 | 0.00106 |
| clock | 0.000310 | 0.000527 |
| total | 0.000367 | 0.00168 |
cell families (layout without fill, tap and decap cells):
group | after synthesis | in the layout | share of synthesized area, %
AND/OR/NAND/NOR | 9 | 9 | 4.99
buffers and inverters | 1 | 36 | 0.428
AND-OR/OR-AND | 4 | 4 | 3.28
flip-flops | 32 | 32 | 91.3
per-layer routing:
layer	track usage [%]	up-vias
li1	-	233
met1	2.93	213
met2	3.38	20
met3	1.97	5
met4	0.501	0
met5	0	-
worst max path at each step:
stage                     end  cells past startpoint
final                 bcd1[1]                      1
after global routing  bcd1[1]                      1
after CTS             bcd0[1]                      1
cell usage after synthesis:
cell,instances
sky130_fd_sc_hd__a21oi_1,1
sky130_fd_sc_hd__a221o_1,1
sky130_fd_sc_hd__and3_1,1
sky130_fd_sc_hd__dfxtp_1,16
sky130_fd_sc_hd__edfxtp_1,16
sky130_fd_sc_hd__inv_1,1
sky130_fd_sc_hd__nand2_1,1
sky130_fd_sc_hd__nand3_1,1
sky130_fd_sc_hd__nor2_1,3
sky130_fd_sc_hd__nor2_2,1
sky130_fd_sc_hd__nor3_1,1
sky130_fd_sc_hd__o21ai_0,1
sky130_fd_sc_hd__o221ai_1,1
sky130_fd_sc_hd__or2_2,1
cell usage in the layout (no fill, tap or decap):
cell type                         Yosys  routed
sky130_fd_sc_hd__nor3_1               1       1
sky130_fd_sc_hd__a221o_1              1       1
sky130_fd_sc_hd__a21oi_1              1       1
sky130_fd_sc_hd__nor2_1               3       3
sky130_fd_sc_hd__buf_12               0       1
sky130_fd_sc_hd__nor2_2               1       1
sky130_fd_sc_hd__clkdlybuf4s50_1      0      21
sky130_fd_sc_hd__edfxtp_1            16      16
sky130_fd_sc_hd__nand2_1              1       1
sky130_fd_sc_hd__and3_1               1       1
sky130_fd_sc_hd__clkbuf_1             0       1
sky130_fd_sc_hd__buf_4                0       5
sky130_fd_sc_hd__nand3_1              1       1
sky130_fd_sc_hd__o21ai_0              1       1
sky130_fd_sc_hd__or2_2                1       1
sky130_fd_sc_hd__clkinv_2             0       1
sky130_fd_sc_hd__bufinv_16            0       1
sky130_fd_sc_hd__dfxtp_1             16      16
sky130_fd_sc_hd__inv_1                1       1
sky130_fd_sc_hd__o221ai_1             1       1
sky130_fd_sc_hd__clkbuf_8             0       5
state kept, by name, summed over array words and instances, names as in the netlist:
| name | flops |
|---|---|
| bcd3 | 4 |
| bcd2 | 4 |
| bcd1 | 4 |
| shift_register | 16 |
| bcd0 | 4 |
cell type report:
| type | instances | share of cell area (%) |
|---|---|---|
| inverter | 1 | 0.271 |
| clock buffer | 6 | 5.23 |
| clock inverter | 2 | 2.52 |
| multi-input combinational | 13 | 5.23 |
| sequential | 32 | 57.7 |
| timing repair buffer | 27 | 19.3 |
| tap | 108 | 9.74 |
Power is estimated from default activity; no workload was simulated.
